## ./design.v

```verilog
module ram (
    input  logic        clk,
    input  logic        rst_n,
    input  logic        rx_valid,
    input  logic [9:0]  din,
    output logic [7:0]  dout,
    output logic        tx_valid
);
    reg [7:0] mem [255:0];
    reg [7:0] rd_address, wr_address;
    always @(posedge clk) begin
        if (!rst_n) begin
            dout                <= 0;
            tx_valid            <= 0;
            rd_address          <= 0;
            wr_address          <= 0;
        end 
        else if (rx_valid) begin
            if (din[9:8] == 2'b00) begin
                wr_address      <= din[7:0];
                tx_valid        <= 0; 
            end 
            else if (din[9:8] == 2'b01) begin
                mem[wr_address] <= din[7:0];
                tx_valid        <= 0; 
            end
            else if (din[9:8] == 2'b10) begin
                rd_address      <= din[7:0];
                tx_valid        <= 0; 
            end
            else if (din[9:8] == 2'b11) begin
                dout            <= mem[rd_address];
                tx_valid        <= 1; 
            end 
        end 
    end
endmodule
module slave(
    input  logic             clk,
    input  logic             MOSI,
    input  logic             rst_n,
    input  logic             SS_n,
    input  logic             tx_valid,
    input  logic [7:0]       tx_data,
    output logic [9:0]       rx_data,
    output logic             rx_valid,
    output logic             MISO
);
    typedef enum logic [2:0] {
        IDLE      = 3'b000,
        WRITE     = 3'b001,
        CHK_CMD   = 3'b010,
        READ_ADD  = 3'b011,
        READ_DATA = 3'b100
    } SPI_slave_state_e;
    (*fsm_encoding ="sequential"*)
    SPI_slave_state_e   state          ,next_state;
    reg                                 next_rx_valid;
    reg [9:0]                           next_rx_data;
    reg                                 next_MISO;
    reg                 rd_addr_loaded ,next_rd_addr_loaded;
    int                 counter        ,next_counter;
    always @ (posedge clk) begin 
        if (~rst_n) begin 
            state           <= IDLE;
            rd_addr_loaded  <= 0;
            rx_valid        <= 0;
            MISO            <= 0;
            rx_data         <= 0;
            counter         <= 0;
        end
        else begin 
            state           <= next_state;
            rd_addr_loaded  <= next_rd_addr_loaded;
            rx_valid        <= next_rx_valid;
            MISO            <= next_MISO;
            rx_data         <= next_rx_data;
            counter         <= next_counter;
        end
    end
    always @(*) begin
        next_state          = state;
        next_rd_addr_loaded = rd_addr_loaded;
        next_rx_valid       = rx_valid;
        next_MISO           = MISO;
        next_rx_data        = rx_data;
        next_counter        = counter;
        case (state)
            IDLE: begin
                next_rx_valid   = 0;
                if (~SS_n)                  next_state = CHK_CMD;
            end
            CHK_CMD: begin 
                if (SS_n)                   next_state = IDLE;
                else if (~MOSI)             next_state = WRITE;
                else begin
                    if  (rd_addr_loaded)    next_state = READ_DATA;
                    else                    next_state = READ_ADD;
                end
                next_counter = 10;
            end
            WRITE: begin
                if (SS_n)                   next_state = IDLE;
                if (counter > 0) begin
                    next_rx_data [next_counter-1] = MOSI;
                    next_counter = counter - 1;
                end
                else next_rx_valid = 1;
            end
            READ_ADD: begin
                if (SS_n)                   next_state = IDLE;
                if (counter > 0) begin
                    next_rx_data [next_counter-1] = MOSI;
                    next_counter = counter - 1;
                end
                else begin 
                    next_rx_valid = 1;
                    next_rd_addr_loaded = 1;
                end
            end
            READ_DATA: begin 
                if (SS_n)                   next_state = IDLE;
                if (tx_valid)  
                begin 
                    next_rx_valid = 0;
                    if (counter > 0) begin 
                        next_counter = counter - 1;  
                        next_MISO = tx_data[counter-1];
                    end
                    else next_rd_addr_loaded = 0;
                end
                else begin
                    if (counter > 0) begin
                        next_rx_data [next_counter-1] = MOSI;
                        next_counter = counter - 1;
                    end
                    else begin 
                        next_rx_valid = 1;
                        next_counter = 9;  
                    end
                end
            end
        endcase
    end
endmodule
module wrapper  (
    input  logic       clk,
    input  logic       rst_n,
    input  logic       MOSI,
    input  logic       SS_n,
    output logic       MISO
);
    wire [9:0]  rx_data;
    wire        rx_valid, tx_valid;
    wire [7:0]  tx_data;
    slave Slave_instance (
        .clk(clk),
        .rst_n(rst_n),
        .tx_valid(tx_valid),
        .MOSI(MOSI),
        .SS_n(SS_n),
        .tx_data(tx_data),
        .rx_data(rx_data),
        .rx_valid(rx_valid),
        .MISO(MISO)
    );
    ram Ram_instance (
        .clk(clk),
        .rst_n(rst_n),
        .rx_valid(rx_valid),
        .din(rx_data),
        .dout(tx_data),
        .tx_valid(tx_valid)
    );
endmodule
```

## ./run.sh

```bash
#!/bin/bash
# OpenROAD 26Q1-2900-gdf79404cd8, Yosys 0.63+post, stock flow scripts
make -C /OpenROAD-flow-scripts/flow DESIGN_CONFIG=/design/flow/config.mk WORK_HOME=/design/flow/orfs finish
```

## ./config.mk

```make
export PLATFORM = sky130hd
export DESIGN_NAME = wrapper
export DESIGN_NICKNAME = wrapper
export VERILOG_FILES = /design/flow/design.v
export SDC_FILE = /design/flow/constraint.sdc
export NUM_CORES = 4
export LEC_CHECK = 1
export CORE_UTILIZATION = 50
```

## ./constraint.sdc

```tcl
current_design wrapper

set clk_period 55.5
set clk_io_pct 0.2

create_clock -name clk0 -period $clk_period [get_ports {clk}]

set non_clock_inputs [all_inputs -no_clocks]
set_input_delay [expr $clk_period * $clk_io_pct] -clock clk0 $non_clock_inputs
set_output_delay [expr $clk_period * $clk_io_pct] -clock clk0 [all_outputs]
```

==> impl_metrics.py <==
# Metrics from the implementation run
metrics = {
    "outcome": {
        "outcome": "completed",
    },
    "synth": {
        "yosysUniqueCellTypes": 74,
        "ys.flop_type": "edfxtp_1",
        "synth_seq_share": 0.749,
        "edf_count": 2048,
        "synth_flops": 2123,
        "avgSynthCellArea_um2": 21.3,
        "yosys.area.top_type": "edfxtp_1",
        "topCellsByArea": "edfxtp_1 73%, mux4_2 18%, dfxtp_1 1.8%",
        "synthArstFlopShare": 0,
        "yosys_warnings": 3,
        "top_cell_area_share": 0.731,
        "ys_cells": 3946,
        "most_common_cell": "edfxtp_1",
        "syn_area_mm2": 0.0841,
        "synth_cells": 3946,
        "common_cells": "2048 x edfxtp_1, 682 x mux4_2, 345 x nor2_1",
        "yosys_area_mm2": 0.0841,
    },
    "hold_path": {
        "holdPathStages": 2,
        "min_to": "Slave_instance.state[2]",
        "min_path_type": "reg2reg",
        "min_from": "Slave_instance.state[0]",
    },
    "placement": {
        "place_hpwl_mm": 132,
        "dp_slack_ns": 40.79,
        "numPortBuffers": 4,
        "globalplace.congestion": 0.905,
    },
    "global_route": {
        "grt_first_pass_wirelength_mm": 306,
        "grt_max_degree": 109,
        "track_usage": 0.287,
        "antenna_found_initial": 1,
        "grt_overflow": 0,
        "first_global_vias": 44700,
    },
    "sta": {
        "slew_viol_final": 0,
        "clock.fmax_mhz": 71.9,
        "worst_pin_slew_ns": 0.975,
        "final-hold-violation-count": 0,
        "setup-tns-final_ns": 0,
        "finalCritPeriodShare": 0.251,
        "finalSetupViolCount": 0,
        "fin_crit_ns": 13.91,
        "skew_ns": 0.0306,
        "grt_setup_unrepaired": "no",
        "holdWs_ns": 0.448,
        "fin_ws_ns": 41.59,
        "slew_headroom": 0.346,
    },
    "drt": {
        "wl_per_cell_um": 32.7,
        "drt_iter0_markers": 2984,
        "postRouteAntennaNets": 0,
        "drc": 0,
        "vias": 39900,
        "dr.pass1.iters": 5,
        "viasPerCell": 6.23,
        "wirelength_mm": 209,
    },
    "critical_path": {
        "critPathKind": "in2reg",
        "path_buffers": 3,
        "cp_max_fo": 16,
        "cp.required_ns": 55.94,
        "slowest_stage": "nand3_1",
        "start_kind": "input port",
        "rr_startpoint": "Slave_instance.counter[0]",
        "max_stage_delay_ns": 0.72,
        "crit_family": "simple AND/OR/NAND/NOR gates",
        "timing.critical_path.mode_cell": "buf_4",
        "r2r-end": "Slave_instance.rx_data[9]",
        "cp_cell_sequence": "clkdlybuf4s50_1 -> buf_4 -> nand4b_1 -> nor3_1 -> nand3_1 -> buf_4 -> nor2_1",
        "arrival_ns": 14.35,
        "worst-r2r-setup-slack_ns": 49.70,
        "rr_worst_depth": 13,
        "end_kind": "flop",
    },
    "cts": {
        "post-cts-setup-buffer-count": 0,
        "clk_latency_ns": 0.83,
        "cts.htree.levels": 4,
        "numClockSinks": 2123,
        "clkTransAtPathRegs_ns": 0.06,
        "hold_buffers": 0,
        "cts_buffers": 208,
        "cts_tree": "done",
        "cts_root_buf": "clkbuf_16",
        "clock_path_buffers": 3,
        "cts_resized": 0,
    },
    "finish": {
        "area_delta_synth_final_pct": 11.2,
        "drive_above_1_share": 0.270,
        "fin_util": 0.560,
    },
    "power": {
        "comb_power_share": 0.034,
        "clockPowerShare": 0.425,
        "peakVddDrop_mv": 0.0363,
        "power_switching_share": 0.204,
        "switchingPower_uw": 652,
        "power_density_mw_per_mm2": 34.2,
        "pwr-share-seq": 0.541,
        "p_int_mw": 2.55,
        "p_leak_nw": 26.5,
    },
    "die": {
        "coreArea_mm2": 0.167,
        "die.size.y_um": 412,
        "fp_util": 0.503,
        "die_w_um": 412,
        "rows": 150,
        "dieArea_mm2": 0.170,
        "num_io_pins": 5,
    },
    "run": {
        "cap_violations": 0,
        "openroad.warnings": 33,
    },
}
logic make-up (layout without fill, tap and decap cells):
logic type / Yosys count / count (layout) / share of synthesized area
adders and majority gates: 3 / 3 / 0.000446
muxes: 704 / 704 / 0.185
other: 0 / 1 / 0
buffers and inverters: 248 / 504 / 0.0112
xor gates and xnor gates: 39 / 39 / 0.00406
AOI/OAI and AO/OA: 179 / 179 / 0.0135
DFF: 2123 / 2123 / 0.749
and+or+nand+nor: 650 / 650 / 0.0364
worst max path at each step:
stage     startpoint                 endpoint  slack, ns  depth (start not counted)
6_report       rst_n  Ram_instance.mem[19][1]      41.59                          7
5_1_grt        rst_n  Ram_instance.mem[99][2]      41.46                          7
4_1_cts        rst_n  Ram_instance.mem[35][1]      41.66                          7
routing by layer:
layer  part of all wire  wire [µm]  track usage  vias up
met5             0.0026        544       0.0249        -
met4              0.036       7520       0.0771       12
met3               0.14      29900        0.182      331
met2               0.49     102000        0.415     2433
met1               0.33      69200        0.396    20400
li1                   -          -            -    16800
worst min-delay path: cells and delay by family, from the launching register on:
kind / cells / cell delay [ns]
and+or+nand+nor: 1 / 0.04
buffers and inverters: 1 / 0.06
DFF: 1 / 0.30
power groups by stage:
stage	Combinational [mW]	Sequential (mW)	Clock, mW
final	0.108	1.73	1.36
after global routing	0.119	1.73	1.44
after CTS	0.106	1.73	1.39
cell type report:
type	instances	area (µm²)
clock buffers	259	5500
repair buffers	117	963
fillers	12200	73500
well taps	2204	2760
multi-input cells	1575	20200
clock inverters	115	1050
inverters	13	48.8
flip-flops and latches	2123	63000
diodes	1	2.50
through the flow:
step                      cell area [µm²]  power [mW]  std cells
final                               93500        3.20       6407
after global routing                93500        3.29       6406
after CTS                           93500        3.23       6406
after detailed placement            87000        1.87       6032
after global placement              87000        1.87       6032
after floorplan                     84100        1.85       3946
flip-flops by register name, indices dropped and copies added (netlist names):
name / flops
Ram_instance.rd_address: 8
Slave_instance.state: 5
Slave_instance.rx_data: 10
Ram_instance.dout: 8
Slave_instance.MISO: 1
Slave_instance.counter: 32
Slave_instance.rx_valid: 1
Ram_instance.wr_address: 8
Ram_instance.tx_valid: 1
Slave_instance.rd_addr_loaded: 1
Ram_instance.mem: 2048
cell usage in the layout (no fill, tap or decap), types with 18 or more instances in the layout:
master     Yosys  routed
nor4_1        22      22
mux4_2       682     682
nor2_1       345     345
clkinv_1       0      34
buf_4          2     107
edfxtp_1    2048    2048
mux2i_1       21      21
a21oi_1       51      51
nand2_1       81      81
nand4_1       18      18
o21ai_0       40      40
clkinv_2       0      46
clkbuf_16      0     212
bufinv_16      0      18
clkbuf_1     161      45
xnor2_1       25      25
dfxtp_1       75      61
nand3_1       33      31
nor3_1        40      39
Power figures rest on the tool's default switching activity, not on a simulated workload.
